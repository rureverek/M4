==> flow/design.v <==
module adder #(parameter N=8) (input logic[N-1:0] A,M, output logic C, output logic [N-1:0] Sum);
 always_comb
   {C,Sum} = {1'b0,A} + {1'b0,M};
endmodule
module multiplier(input logic start, n_rst, clock, input logic [7:0] Min,
                  output logic ready, output logic[15:0] AQ);
logic C, reset, add_shift, q_en, m_en;
logic [7:0] Sum, M;
adder A0(.A(AQ[15:8]), .M(M), .C(C), .Sum(Sum));
register R0 (.*);
reg_m R1 (.*);
sequencer S(.start(start), .clock(clock), .reset(reset), .Q0(AQ[0]), .n_rst(n_rst),
 .add_shift(add_shift), .add_nshift(add_nshift) , .ready(ready), .q_en(q_en), .m_en(m_en));
endmodule
module reg_m #(parameter N=8) (input logic clock, reset, q_en, m_en,
              input logic[N-1:0] Min, output logic[N-1:0] M);
always_ff @ (posedge clock)
  if (reset && m_en)   
    M <= Min;
endmodule
module register (input logic clock, reset, add_shift,add_nshift, C, q_en, m_en,
              input logic[7:0] Min, Sum, output logic[15:0] AQ);
logic Creg;  
always_ff @ (posedge clock)
  if (reset && q_en)   
  begin
   Creg <= 0;
   AQ[15:8] <= 0;
   AQ[7:0] <= Min;  
  end
  else if (add_shift)  
  begin
   {Creg,AQ} <= {1'b0,C,Sum,AQ[7:1]};
  end
  else if (add_nshift) 
  begin
   {Creg,AQ} <= {1'b0,C,AQ[15:1]};
  end
  else if (!reset && m_en)
  begin
  AQ[7:0] <= AQ[15:8];
  end
endmodule
module sequencer #(parameter N=8) (input logic start, clock, Q0, n_rst,
 output logic add_shift, add_nshift,ready, reset, q_en, m_en);
enum {IDLE_M,IDLE_Q,ADDING_SHIFTING,STOPPED_FIRST,STOPPED_SECOND} pres_state, next_state;
logic [3:0] count;
always_ff @(posedge clock, negedge n_rst)
  begin 
    if (~n_rst) begin
      pres_state <= IDLE_M;
	  count <= N;
	  end
    else begin
	if (next_state == ADDING_SHIFTING) count <= count - 1;
	else if (next_state == IDLE_M) count <= N;
    pres_state <= next_state;
	end
	end
always_comb
  begin
	add_shift = 1'b0;
	reset = 1'b0;
	ready = 1'b0;
	add_nshift = 1'b0;
	m_en = 1'b0;
	q_en = 1'b0;
	next_state = pres_state;
    unique case(pres_state)
    IDLE_M: begin
	reset = 1'b1;
	m_en = 1'b1;
	if(start) next_state = IDLE_Q;
	end
	IDLE_Q: begin
	reset = 1'b1;
	q_en = 1'b1;
	next_state = ADDING_SHIFTING;
	end
	ADDING_SHIFTING: begin
	if(Q0) add_shift = 1'b1;
	else add_nshift = 1'b1;
	if(count>0)	
	  next_state = ADDING_SHIFTING;
	else
	  next_state = STOPPED_FIRST;
	end
	STOPPED_FIRST: begin
	ready = 1'b1;
	m_en = 1'b1;
	next_state = STOPPED_SECOND;
	end
	STOPPED_SECOND: begin
	ready = 1'b1;
	if(start)
	next_state = IDLE_M;
	end
	default: begin
	next_state = IDLE_M;
	add_shift = 1'b0;
	add_nshift = 1'b0;
	ready = 1'b0;
	reset = 1'b0;
	end
    endcase
end
endmodule
==> flow/config.mk <==
export PLATFORM = sky130hd
export DESIGN_NAME = multiplier
export DESIGN_NICKNAME = multiplier
export VERILOG_FILES = /design/flow/design.v
export SDC_FILE = /design/flow/constraint.sdc
export NUM_CORES = 4
export LEC_CHECK = 1
export CORE_UTILIZATION = 40
==> flow/run.sh <==
#!/bin/bash
# OpenROAD 26Q1-2900-gdf79404cd8, Yosys 0.63+post, stock flow scripts
make -C /OpenROAD-flow-scripts/flow DESIGN_CONFIG=/design/flow/config.mk WORK_HOME=/design/flow/orfs finish
==> flow/constraint.sdc <==
current_design multiplier

set clk_period 2.4
set clk_io_pct 0.2

create_clock -name clk0 -period $clk_period [get_ports {clock}]

set non_clock_inputs [all_inputs -no_clocks]
set_input_delay [expr $clk_period * $clk_io_pct] -clock clk0 $non_clock_inputs
set_output_delay [expr $clk_period * $clk_io_pct] -clock clk0 [all_outputs]
==> node_exporter_impl.prom <==
# HELP chip_impl_metric Physical implementation figures
# TYPE chip_impl_metric gauge
chip_impl_info{name="status",value="completed"} 1
chip_impl_metric{name="worst_slew_margin_rel",unit="%"} 63.7
chip_impl_metric{name="setup_slack",unit="ps"} 488
chip_impl_info{name="timing.rr.start",value="R1.M[0]$_DFFE_PP_"} 1
chip_impl_metric{name="tritoncts.num_buffers",unit=""} 5
chip_impl_metric{name="comb_power_share",unit="%"} 2.1
chip_impl_metric{name="postCtsSetupRepairBufs",unit=""} 0
chip_impl_metric{name="globalRoute.totalOverflow",unit=""} 0
chip_impl_metric{name="max-clock-path-buffers",unit=""} 2
chip_impl_info{name="ws_path_type",value="register to register"} 1
chip_impl_metric{name="detail_route.drc_violations",unit=""} 0
chip_impl_metric{name="rows",unit=""} 23
chip_impl_metric{name="crit_path_max_fanout",unit=""} 3
chip_impl_metric{name="ys_seq_share",unit="%"} 48.4
chip_impl_metric{name="worst_ep_required_time",unit="ps"} 2630
chip_impl_metric{name="timing.reg2reg.setup_slack",unit="ps"} 490
chip_impl_metric{name="synthDominantCellAreaShare",unit="%"} 26.8
chip_impl_metric{name="synth.avg_cell_area",unit="sq um"} 10.7
chip_impl_metric{name="p_seq_share",unit="%"} 54.9
chip_impl_metric{name="die_x",unit="microns"} 69.0
chip_impl_metric{name="max_cap_violations",unit=""} 0
chip_impl_metric{name="antenna_found_initial",unit=""} 0
chip_impl_metric{name="power_frac_clock",unit="%"} 43.0
chip_impl_metric{name="min_period_over_period",unit="%"} 79.7
chip_impl_metric{name="edf_count",unit=""} 16
chip_impl_metric{name="diodes",unit=""} 0
chip_impl_metric{name="ys_warn_count",unit=""} 5
chip_impl_info{name="ff_type",value="sky130_fd_sc_hd__edfxtp_1"} 1
chip_impl_info{name="layout_top_cells_excl_fill_tap",value="sky130_fd_sc_hd__clkdlybuf4s50_1, sky130_fd_sc_hd__edfxtp_1, sky130_fd_sc_hd__nand2_1"} 1
chip_impl_metric{name="fill_cells",unit=""} 375
chip_impl_metric{name="tightest_slew",unit="ps"} 544
chip_impl_metric{name="hold_viol",unit=""} 0
chip_impl_metric{name="drt-pass1-iter-count",unit=""} 5
chip_impl_metric{name="grt_max_degree",unit=""} 26
chip_impl_metric{name="design.core.area",unit="sq um"} 4140
chip_impl_info{name="top_cells_area",value="sky130_fd_sc_hd__edfxtp_1, sky130_fd_sc_hd__dfrtp_1, sky130_fd_sc_hd__dfxtp_1"} 1
chip_impl_metric{name="stage_log_warnings",unit=""} 25
chip_impl_metric{name="arrival_time_of_data_at_the_critical_path_endpoint",unit="ps"} 2150
chip_impl_metric{name="globalRouteTotalUtil",unit="%"} 18.0
chip_impl_metric{name="postRouteWirelength",unit="microns"} 3620
chip_impl_metric{name="netSwitchingPower",unit="uW"} 211
chip_impl_info{name="hold_class",value="input pin to asynchronous set/reset pin"} 1
chip_impl_metric{name="yosys-stat-cells",unit=""} 168
chip_impl_metric{name="post_synth_num_cell_types",unit=""} 47
chip_impl_metric{name="via_count_of_the_first_global_routing_pass",unit=""} 1328
chip_impl_info{name="worst_setup_path_end_kind",value="register"} 1
chip_impl_metric{name="tally_of_nets_with_antenna_violations_remaining_after_routing",unit=""} 0
chip_impl_metric{name="clock_sink_count",unit=""} 33
chip_impl_metric{name="area_growth_syn_to_layout",unit="%"} 23.8
chip_impl_metric{name="synth-seq-cells",unit=""} 33
chip_impl_info{name="synth.largest_area_cell",value="sky130_fd_sc_hd__edfxtp_1"} 1
chip_impl_info{name="layout.cells.most_common",value="sky130_fd_sc_hd__clkdlybuf4s50_1"} 1
chip_impl_info{name="worst_r2r_endpoint",value="R0.AQ[13]$_SDFFE_PP0P_"} 1
chip_impl_metric{name="cts.reportedPaths.clkPinSlew",unit="ps"} 70
chip_impl_metric{name="final_standard_cell_utilization_of_the_core",unit="%"} 53.6
chip_impl_metric{name="ys_async_sr_fraction",unit="%"} 27.3
chip_impl_metric{name="postCtsHoldBufs",unit=""} 0
chip_impl_metric{name="cts_max_level",unit=""} 2
chip_impl_metric{name="fin_skew",unit="ps"} 7.34
chip_impl_metric{name="period_needed",unit="ps"} 1910
chip_impl_metric{name="clock_insertion_delay_worst_skew",unit="ps"} 290
chip_impl_metric{name="maxSlewViolCount",unit=""} 0
chip_impl_metric{name="place.gp.congestion",unit=""} 0.808
chip_impl_metric{name="power-per-cell-area",unit="nW/um^2"} 483
chip_impl_metric{name="iteration_0_drc_markers",unit=""} 52
chip_impl_info{name="cts_root_buf",value="sky130_fd_sc_hd__clkbuf_8"} 1
chip_impl_metric{name="setup-tns-final",unit="ps"} 0
chip_impl_metric{name="worst-r2r-cell-count",unit=""} 6
chip_impl_metric{name="dr_total_vias",unit=""} 1391
chip_impl_metric{name="internal_power",unit="uW"} 863
chip_impl_info{name="cts_tree",value="built"} 1
chip_impl_metric{name="die_area",unit="sq um"} 4760
chip_impl_metric{name="swShare",unit="%"} 19.6
chip_impl_metric{name="grt_pass1_wl",unit="microns"} 6070
chip_impl_metric{name="detailed_place_hpwl",unit="microns"} 2570
chip_impl_metric{name="ratio_of_cells_with_drive_above_1_in_the_final_layout",unit="%"} 11.1
chip_impl_metric{name="wire_per_inst",unit="microns"} 14.5
chip_impl_metric{name="fp_util",unit="%"} 43.3
chip_impl_metric{name="dieHeight",unit="microns"} 69.0
chip_impl_info{name="grt_setup_unrepaired",value="no"} 1
chip_impl_info{name="category_of_the_worst_setup_path_launch_point",value="register"} 1
chip_impl_metric{name="synth_chip_area",unit="sq um"} 1790
chip_impl_metric{name="numPortBuffers",unit=""} 27
chip_impl_metric{name="place_worst_setup_slack",unit="ps"} 333
chip_impl_metric{name="fmaxAchievable",unit="MHz"} 523
chip_impl_metric{name="power.ir.vdd_worst",unit="mV"} 0.354
chip_impl_metric{name="resized_cells_post_cts",unit=""} 0
chip_impl_info{name="worst_setup_path_startpoint",value="R1.M[0]$_DFFE_PP_"} 1
chip_impl_metric{name="postSynthCellCount",unit=""} 168
chip_impl_metric{name="via_per_inst",unit=""} 5.59
chip_impl_metric{name="timing.final.setup_violations",unit=""} 0
chip_impl_metric{name="power.static_leakage",unit="uW"} 0.000862
chip_impl_metric{name="design.portCount",unit=""} 28
chip_impl_metric{name="post_synth_instance_area",unit="sq um"} 1790
chip_impl_info{name="worstSetupEndpoint",value="R0.AQ[13]$_SDFFE_PP0P_"} 1
## stage by stage
step | power (uW) | hold WS, ps | instances | area [sq um]
after global routing | 1110 | 518 | 249 | 2220
after floorplan | 602 | 184 | 168 | 1790
final | 1070 | 488 | 249 | 2220
after CTS | 1080 | 493 | 249 | 2220
after global placement | 623 | 508 | 241 | 2120
after detailed placement | 624 | 527 | 241 | 2120
## worst max-delay path: stages (launching register included)
cell and delay [ps]:
sky130_fd_sc_hd__edfxtp_1 370, sky130_fd_sc_hd__ha_1 230, sky130_fd_sc_hd__fa_1 440, sky130_fd_sc_hd__a21oi_1 190, sky130_fd_sc_hd__o211ai_1 170, sky130_fd_sc_hd__nor4_1 320
sky130_fd_sc_hd__a211o_1 150
## cell usage after synthesis (3+ instances only)
cell	n
sky130_fd_sc_hd__edfxtp_1	16
sky130_fd_sc_hd__nand2_1	13
sky130_fd_sc_hd__o21ai_0	12
sky130_fd_sc_hd__a21oi_1	10
sky130_fd_sc_hd__nor2_1	10
sky130_fd_sc_hd__ha_1	9
sky130_fd_sc_hd__dfxtp_1	8
sky130_fd_sc_hd__nand2b_1	8
sky130_fd_sc_hd__dfrtp_1	7
sky130_fd_sc_hd__mux2i_1	7
sky130_fd_sc_hd__clkbuf_1	5
sky130_fd_sc_hd__inv_1	5
sky130_fd_sc_hd__nand3_1	5
sky130_fd_sc_hd__a21boi_0	4
sky130_fd_sc_hd__nor3_1	4
sky130_fd_sc_hd__a211oi_1	3
sky130_fd_sc_hd__a21o_1	3
sky130_fd_sc_hd__a31oi_1	3
sky130_fd_sc_hd__nand3b_1	3
## worst min-delay path by stage
stage | from | end
4_1_cts | n_rst | S.pres_state[1]$_DFF_PN0_
5_1_grt | n_rst | S.pres_state[4]$_DFF_PN0_
6_report | n_rst | S.pres_state[1]$_DFF_PN0_
## sequential cells by signal, summed over array words and instances, names as in the netlist, named ones only
signal        count
R0.AQ            16
R1.M              8
S.count           4
S.pres_state      4
## power by group through the flow
stage         Sequential (uW)  Combinational, uW  Clock [uW]
finish                    589               22.4         462
CTS                       589               22.7         470
global route              589               24.5         492
## cells by family after synthesis
kind of cell | synth area share, %
adder cells (fa/ha/maj) | 7.39
buffers and inverters | 3.07
AND/OR/NAND/NOR | 14.6
XOR/XNOR | 0.976
multiplexers | 4.53
AND-OR/OR-AND | 21.1
flip-flops | 48.4
## per-layer routing
metal	global-route usage (%)	vias up	share of wire, %
li1	-	688	-
met4	3.32	0	2.2
met3	4.50	7	4.1
met1	27.5	665	48
met2	27.2	31	46
met5	0	-	0
## final cells by class
type | instances | area [sq um] | share of cell area [%]
multi-input cells | 122 | 871 | 39.2
repair buffers | 31 | 300 | 13.5
inverters | 5 | 18.8 | 0.845
flip-flops and latches | 33 | 868 | 39.1
well taps | 50 | 62.6 | 2.82
clock inverters | 1 | 5.00 | 0.225
clock buffers | 7 | 96.3 | 4.34
No activity file was given, so power comes from the tool's default toggle rates.
